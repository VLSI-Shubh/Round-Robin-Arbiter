===== flow/run.sh =====
#!/bin/bash
# OpenROAD 26Q1-2900-gdf79404cd8, Yosys 0.63+post, stock flow scripts
make -C /OpenROAD-flow-scripts/flow DESIGN_CONFIG=/design/flow/config.mk WORK_HOME=/design/flow/orfs finish

===== flow/config.mk =====
export PLATFORM = sky130hd
export DESIGN_NAME = rra
export DESIGN_NICKNAME = rra
export VERILOG_FILES = /design/flow/design.v
export SDC_FILE = /design/flow/constraint.sdc
export NUM_CORES = 4
export LEC_CHECK = 1
export CORE_AREA = 10 10 70 70
export DIE_AREA = 0 0 80 80

===== flow/constraint.sdc =====
current_design rra

set clk_period 2.1
set clk_io_pct 0.2

create_clock -name clk0 -period $clk_period [get_ports {clk}]

set non_clock_inputs [all_inputs -no_clocks]
set_input_delay [expr $clk_period * $clk_io_pct] -clock clk0 $non_clock_inputs
set_output_delay [expr $clk_period * $clk_io_pct] -clock clk0 [all_outputs]

===== flow/design.v =====
module rra (
  clk,    
  rst,    
  req3,   
  req2,   
  req1,   
  req0,   
  gnt3,   
  gnt2,   
  gnt1,   
  gnt0   
);
input           clk;     
input           rst;     
input           req3;    
input           req2;   
input           req1;   
input           req0;   
output          gnt3;    
output          gnt2;   
output          gnt1;   
output          gnt0;   
wire    [1:0]   gnt       ;   
wire            comreq    ;    
wire            beg       ;    
wire   [1:0]    lgnt      ;    
wire            lcomreq   ;    
reg             lgnt0     ;    
reg             lgnt1     ;
reg             lgnt2     ;
reg             lgnt3     ;
reg             mask_enable   ;
reg             lmask0    ;
reg             lmask1    ;
reg             ledge    ;
always @ (posedge clk)
  if (rst)   
  begin
    lgnt0 <= 0;
    lgnt1 <= 0;
    lgnt2 <= 0;
    lgnt3 <= 0;
  end 
  else
    begin                                     
  lgnt0 <=(~lcomreq & ~lmask1 & ~lmask0 & ~req3 & ~req2 & ~req1 & req0)
        | (~lcomreq & ~lmask1 &  lmask0 & ~req3 & ~req2 &  req0)
        | (~lcomreq &  lmask1 & ~lmask0 & ~req3 &  req0)
        | (~lcomreq &  lmask1 &  lmask0 & req0  )
        | ( lcomreq & lgnt0 );
  lgnt1 <=(~lcomreq & ~lmask1 & ~lmask0 &  req1)
        | (~lcomreq & ~lmask1 &  lmask0 & ~req3 & ~req2 &  req1 & ~req0)
        | (~lcomreq &  lmask1 & ~lmask0 & ~req3 &  req1 & ~req0)
        | (~lcomreq &  lmask1 &  lmask0 &  req1 & ~req0)
        | ( lcomreq &  lgnt1);
  lgnt2 <=(~lcomreq & ~lmask1 & ~lmask0 &  req2  & ~req1)
        | (~lcomreq & ~lmask1 &  lmask0 &  req2)
        | (~lcomreq &  lmask1 & ~lmask0 & ~req3 &  req2  & ~req1 & ~req0)
        | (~lcomreq &  lmask1 &  lmask0 &  req2 & ~req1 & ~req0)
        | ( lcomreq &  lgnt2);
  lgnt3 <=(~lcomreq & ~lmask1 & ~lmask0 & req3  & ~req2 & ~req1)
        | (~lcomreq & ~lmask1 &  lmask0 & req3  & ~req2)
        | (~lcomreq &  lmask1 & ~lmask0 & req3)
        | (~lcomreq &  lmask1 &  lmask0 & req3  & ~req2 & ~req1 & ~req0)
        | ( lcomreq & lgnt3);
end 
  assign beg = (req3 | req2 | req1 | req0) & ~lcomreq;  
assign lcomreq = ( req3 & lgnt3 )
                | ( req2 & lgnt2 )
                | ( req1 & lgnt1 )
                | ( req0 & lgnt0 );
assign  lgnt =  {(lgnt3 | lgnt2),(lgnt3 | lgnt1)};
always @ (posedge clk )
if( rst ) 
  begin
    lmask1 <= 0;
    lmask0 <= 0;
  end 
 else if(mask_enable) 
    begin
      lmask1 <= lgnt[1];
      lmask0 <= lgnt[0];
    end 
 else 
    begin
      lmask1 <= lmask1;
      lmask0 <= lmask0;
    end 
assign comreq = lcomreq;
assign gnt    = lgnt;
assign gnt3   = lgnt3;
assign gnt2   = lgnt2;
assign gnt1   = lgnt1;
assign gnt0   = lgnt0;
endmodule

==> flow_metrics.py <==
# Auto-generated metrics
metrics = {
    "run_status": {
        "status": "finished, final reports clean",
    },
    "floorplan": {
        "dieHeight_um": 80,
        "rows": 21,
        "core_area_mm2": 0.00342,
        "chip_area_mm2": 0.00640,
        "ioPinCount": 10,
        "fp-utilization_pct": 5.68,
        "fp.dieW_um": 80,
    },
    "yosys": {
        "syn_inst": 21,
        "yosys_warnings": 2,
        "post_synth_instance_area_um2": 194,
        "synth_stat.cells": 21,
        "ys_types": 14,
        "synth_seq_share_pct": 41.3,
        "synth_chip_area_um2": 194,
        "ys_seq_elements": 4,
        "syn_area_per_cell_um2": 9.24,
    },
    "place": {
        "preCtsSetupSlack_ps": 261,
        "dpl_cell_area_um2": 342,
        "count_of_buffers_from_port_buffering": 9,
        "placed_cells_incl_taps": 76,
        "gpl.final_weighted_congestion": 0.784,
    },
    "finish": {
        "seqCellArea_um2": 80.1,
        "final_design_instance_area_without_fill_um2": 364,
        "final-comb-area_um2": 110,
        "areaGrowthSynthToFinish_pct": 87.7,
        "fin_cells": 79,
        "final_util_pct": 10.7,
        "layout-drive-gt1-share_pct": 9.09,
        "final.fill_count": 400,
    },
    "final_timing": {
        "timing.final.setup_violations": 0,
        "finalClockPeriodUsage_pct": 75.5,
        "finalHoldWorstSlack_ps": 486,
        "layout_min_cycle_time_ps": 1580,
        "worst_slew_margin_rel_pct": 81.6,
        "final_hold_viol_count": 0,
        "timing.setup.tns_ps": 0,
        "unrepaired_setup_endpoints_after_global_routing": "no",
        "timing.fmax_ghz": 0.631,
        "slew_worst_pin_ps": 275,
        "timing_max_transition_violations_final": 0,
        "fin_worst_skew_ps": 2.06,
        "setup_ws_ps": 515,
    },
    "pwr": {
        "combPwrFrac_pct": 15.7,
        "pwr-share-seq_pct": 39.2,
        "sw_frac_of_total_pct": 21.7,
        "power.net_switching_uw": 45.9,
        "leakage_nw": 0.125,
        "vdd.ir_drop.worst_v": 0.0000673,
        "powerDensity_mw_per_mm2": 581,
        "share_clk_of_total_power_pct": 45.0,
        "internal-power_uw": 166,
        "totalPowerFinal_uw": 212,
    },
    "clock_tree": {
        "ctsHoldBuffers": 0,
        "clock_sinks": 4,
        "latest_clock_arrival_within_the_worst_skew_pair_ps": 230,
        "cts_tree": "done",
        "ctsResizeCount": 0,
        "path_clk_slew_ps": 40,
        "numCtsBuffers": 3,
        "h-tree-depth": 1,
        "cts-root-buf": "clkbuf_4",
        "ctsLongestPathBuffers": 2,
        "post_cts_setup_buffer_count": 0,
    },
    "setup_path": {
        "critPathCapture": "lgnt2",
        "rr_worst_depth": 3,
        "worst_r2r_startpoint": "lgnt3",
        "timing.setup.critical_path_class": "in2reg",
        "cp_max_fo": 4,
        "worstSetupEndpointType": "register",
        "critical_path.startpoint": "req2",
        "cp_data_required_time_ps": 2270,
        "worst_r2r_endpoint": "lgnt2",
        "rrSetupSlack_ps": 840,
        "worstSetupStartpointType": "input pin",
        "arrival_ps": 1750,
    },
    "route": {
        "drc": 0,
        "antenna_left": 0,
        "detail_route.antenna_diodes": 0,
        "wirelength_um": 637,
        "vias_per_cell": 2.58,
        "violation_tally_from_detailed_route_iteration_zero": 0,
        "drt_first_pass_iters": 1,
        "overall_via_count_from_detail_route": 204,
        "wl_per_cell_um": 8.06,
    },
    "grt": {
        "groute.usage.overall_pct": 2.02,
        "vias_in_the_first_global_route": 210,
        "wire_length_of_the_first_global_routing_pass_um": 1040,
        "grt_antenna_before_repair": 0,
        "grt_remaining_overflow": 0,
        "largest_net_degree_at_the_start_of_global_routing": 7,
    },
    "run": {
        "tool_warnings": 25,
        "cap_viol_max_count": 0,
    },
    "min_path": {
        "class_of_the_worst_hold_path": "reg2reg",
    },
}
==> power by group through the flow <==
stage / registers, mW / logic (mW) / clock network (mW)
4_1_cts: 0.0829 / 0.0340 / 0.103
6_report: 0.0830 / 0.0333 / 0.0953
5_1_grt: 0.0836 / 0.0369 / 0.107
==> synth_stat cells (all sizes together) <==
master	number	area, µm²
a21oi	1	5.00
nand2b	2	12.5
or2b	1	7.51
o21ai	2	10.0
nor2	1	3.75
nor3	1	5.00
nand2	1	3.75
nand3b	1	7.51
dfxtp	4	80.1
or4b	1	10.0
a22o	2	17.5
or4	1	7.51
inv	1	3.75
mux2i	2	20.0
==> how the worst min path moves through the flow <==
stage	start	endpoint	depth (start not counted)
after CTS	lgnt0	lgnt0	2
after global routing	lgnt0	lgnt0	2
final	lgnt0	lgnt0	2
==> layout make-up <==
cell class,instances,area share [%]
sequential,4,22.0
multi-input combinational,16,30.2
clock buffer,3,6.19
inverter,1,1.03
timing repair buffer,9,24.7
tap,46,15.8
==> cell families (layout without fill, tap and decap cells) <==
group	count (synthesis)	count (layout)	share of synthesized area, %
simple gates	9	9	29.7
compound gates	5	5	16.8
flops	4	4	41.3
mux	2	2	10.3
buf+inv	1	13	1.93
==> cell usage in the layout, fill, tap and decap left out <==
| cell | n |
|---|---|
| a21oi_1 | 1 |
| dfxtp_1 | 4 |
| inv_1 | 1 |
| or4_1 | 1 |
| or4b_1 | 1 |
| o21ai_0 | 2 |
| clkbuf_4 | 3 |
| mux2i_1 | 2 |
| clkdlybuf4s50_1 | 9 |
| nand2b_1 | 2 |
| a22o_1 | 2 |
| or2b_1 | 1 |
| nand3b_1 | 1 |
| nor2_1 | 1 |
| nand2_1 | 1 |
| nor3_1 | 1 |
==> critical path, cell delays in order <==
cell and delay (ps):
clkdlybuf4s50_1 460, a22o_1 250, or4_1 470, a21oi_1 150
==> routing by layer <==
layer	wire length, µm	global-route usage, %	part of all wire, %
met5	0	0	0
met4	27	1.41	4.2
met2	417	4.17	65
met3	2	0.227	0.31
met1	190	1.66	30
No activity file was given, so power comes from the tool's default toggle rates.
